==> ./design.v <==
parameter AXI_DATA_WIDTH = 32;
parameter AXI_ADDR_WIDTH = 32;
parameter AXI_STRB_WIDTH = (AXI_DATA_WIDTH+7)/8;
typedef enum logic [2:0] {
    ADD     = 3'b000,
    AND     = 3'b001,
    XOR     = 3'b010,
    LOAD_A  = 3'b011,
    M_PLUS  = 3'b100,
    M_MINUS = 3'b101,
    MR      = 3'b110,
    MC      = 3'b111
} opcode_t;
module alu (
  input  logic [7:0] operandA,
  input  logic [7:0] operandB,
  input  opcode_t    opp_code,
  output logic [7:0] result
);
  always_comb begin
    case (opp_code)
      ADD     : result = operandA + operandB;
      AND     : result = operandA & operandB;
      XOR     : result = operandA ^ operandB;
      default : result = 8'h00;
    endcase
  end
endmodule
==> ./constraint.sdc <==
current_design alu

set clk_period 2.9
set clk_io_pct 0.2

create_clock -name clk0 -period $clk_period

set non_clock_inputs [all_inputs -no_clocks]
set_input_delay [expr $clk_period * $clk_io_pct] -clock clk0 $non_clock_inputs
set_output_delay [expr $clk_period * $clk_io_pct] -clock clk0 [all_outputs]
==> ./run.sh <==
#!/bin/bash
# OpenROAD 26Q1-2900-gdf79404cd8, Yosys 0.63+post, stock flow scripts
make -C /OpenROAD-flow-scripts/flow DESIGN_CONFIG=/design/flow/config.mk WORK_HOME=/design/flow/orfs finish
==> ./config.mk <==
export PLATFORM = sky130hd
export DESIGN_NAME = alu
export DESIGN_NICKNAME = alu
export VERILOG_FILES = /design/flow/design.v
export SDC_FILE = /design/flow/constraint.sdc
export NUM_CORES = 4
export LEC_CHECK = 1
export CORE_AREA = 10 10 70 70
export DIE_AREA = 0 0 80 80
==> results.py <==
# Synthesis and PnR figures
metrics = {
    "global_routing": {
        "grt_start_max_net_pins": 10,
        "first_global_vias": 726,
        "track_usage_pct": 6.11,
        "overflow": 0,
        "antenna_found_initial": 0,
        "grt_first_pass_wirelength_microns": 3340,
    },
    "timing": {
        "max_freq_ghz": 0.352,
        "rsz0062_at_grt": "yes",
        "hold_viol_final": 0,
        "period_used_pct": 98.0,
        "tightestPinTransition_ns": 0.359,
        "setup_viol": 0,
        "slew_headroom_pct": 76.0,
        "post-route-min-period_ns": 2.84,
        "drv_slew": 0,
    },
    "job": {
        "cap_violations": 0,
        "tool_warnings": 33,
    },
    "synthesis": {
        "yosysTopAreaCell": "ha_1",
        "yosysCellCount": 75,
        "synth_cells": 75,
        "netlist.area_leader.share_pct": 20.1,
        "top_cells_by_count": "nor2_1 (16), ha_1 (8), a21oi_1 (6)",
        "synth.area.top_cells": "ha_1 (20%), nor2_1 (12%), a21oi_1 (6.0%), a211oi_2 (5.0%), fa_1 (4.0%)",
        "synth_cell_type_count": 28,
        "top_cell": "nor2_1",
        "ys_seq_share_pct": 0,
        "synth.cell_area_sq_um": 498,
        "yosysWarnings": 1,
        "yosys_area_sq_um": 498,
        "avgSynthCellArea_sq_um": 6.64,
    },
    "routing": {
        "drtIter0Drc": 33,
        "vias": 702,
        "drc": 0,
        "insertedDiodeCount": 0,
        "dr.pass1.iters": 4,
        "wl_per_cell_microns": 11.6,
        "vias_per_cell": 4.15,
        "drt_wl_total_microns": 1960,
        "detail-route-antenna-nets": 0,
    },
    "pwr": {
        "p_per_area_nw_per_um2": 172,
        "p_leak_nw": 0.457,
        "ir_worst_vdd_v": 0.0000813,
    },
    "final_layout": {
        "nClkBuffers": 0,
        "flops": 0,
        "drive_gt1_share_pct": 35.8,
        "seqCellArea_sq_um": 0,
        "areaGrowthSynthToFinish_pct": 114,
        "final_util_pct": 31.1,
        "final.fill_count": 383,
        "fin_area_sq_um": 1060,
    },
    "floorplan": {
        "die_width_microns": 80,
        "core_area_sq_um": 3420,
        "rows": 21,
        "fp_util_pct": 14.6,
        "die-area_sq_um": 6400,
        "ios": 27,
        "die.size.y_microns": 80,
    },
    "min_path": {
        "hold_path_depth": 5,
        "hp-class": "in -> out",
        "hp-start": "operandB[3]",
        "worstHoldEndpoint": "result[3]",
    },
    "worst_setup_path": {
        "end_kind": "output port",
        "worstSetupPathType": "in -> out",
        "crit_top_cell": "clkdlybuf4s50_1",
        "cp.required_ns": 2.32,
        "path_max_fanout": 3,
        "crit_slowest_cell": "clkdlybuf4s50_1",
        "crit_chain": "clkdlybuf4s50_1 -> ha_4 -> buf_4 -> xnor2_1 -> a22oi_1 -> nor2_1 -> clkdlybuf4s50_1",
        "max_stage_delay_ns": 0.50,
        "cp_num_buf_inv": 3,
        "cp.arrival_ns": 2.26,
        "path_depth": 7,
        "cp-start-kind": "input pin",
        "crit_family": "buffers and inverters",
    },
    "placed_design": {
        "gp_congestion": 0.850,
        "dp_hpwl_microns": 1590,
        "place_area_sq_um": 941,
        "io_buffers": 27,
    },
    "cts": {
        "cts_hold_buf": 0,
    },
    "run_status": {
        "status": "finished clean",
    },
}
power breakdown:
part / switching, mW / leakage [nW] / internal, mW / total [mW]
Combinational: 0.0780 / 0.457 / 0.105 / 0.183
Clock: 0 / 0 / 0 / 0
Sequential: 0 / 0 / 0 / 0
Total: 0.0780 / 0.457 / 0.105 / 0.183
layout by cell type (no fill, tap or decap), types with 2 or more instances in the layout:
cell,instances
buf_4,24
nor2_1,14
clkdlybuf4s50_1,13
dlygate4sd2_1,8
o21ai_1,5
a21oi_1,5
nand2_1,4
nor3_1,4
ha_4,4
a211oi_2,3
ha_1,3
xnor2_1,2
inv_1,2
nor2_2,2
nand2b_1,2
a31oi_1,2
a22oi_1,2
dlymetal6s2s_1,2
buf_2,2
per-layer routing:
metal	GRT usage [%]	share of wire, %	vias up
met3	1.70	7.4	0
li1	-	-	377
met2	8.67	38	18
met1	9.34	55	307
met4	0	0	0
met5	0	0	-
worst max-delay path by stage:
stage | end | start
finish | result[2] | operandB[2]
global route | result[2] | operandB[2]
CTS | result[6] | operandA[0]
logic make-up (layout without fill, tap and decap cells):
| logic type | after synthesis | count (layout) | synth area share (%) |
|---|---|---|---|
| adder cells (fa/ha/maj) | 9 | 9 | 24.1 |
| AND-OR/OR-AND | 28 | 28 | 37.7 |
| multiplexers | 1 | 1 | 2.01 |
| buffers and inverters | 5 | 53 | 5.53 |
| XOR/XNOR | 2 | 2 | 3.52 |
| AND/OR/NAND/NOR | 30 | 30 | 27.1 |
layout make-up:
cell class	instances	area, sq um	area share (%)
timing repair buffer	51	430	40.5
tap	46	57.6	5.41
multi-input combinational	70	568	53.4
inverter	2	7.51	0.706
through the flow:
step	setup slack [ns]	hold WS (ns)	power (mW)	setup TNS (ns)	std cells
3_5_place_dp	-0.576	2.30	0.158	-2.29	163
6_report	0.0566	1.90	0.183	0	169
2_1_floorplan	0.481	1.36	0.0757	0	75
3_3_place_gp	-0.567	2.31	0.157	-2.29	163
5_1_grt	-0.0395	1.99	0.204	-0.0723	169
4_1_cts	0.0101	1.91	0.177	0	169
repair_timing:
action | CTS | global route
gates resized | 29 | 10
buffers inserted | 6 | 0
endpoints found under the setup margin | 7 | 7
pin swaps | 13 | 7
Power figures rest on the tool's default switching activity, not on a simulated workload.
